==> design/flow/design.v <==
module spi(
pclk_i,prst_i,penable_i,paddr_i,pwdata_i,prdata_o,pready_o,pwrite_i,
sclk_ref_i,sclk_o,mosi_o,miso_i,cs_o
);
parameter MAX_TXS=8;
parameter WIDTH=8;
parameter S_IDLE				=5'b0_0001;
parameter S_ADDR				=5'b0_0010;
parameter S_IDLE_BW_ADDR_DATA	=5'b0_0100;
parameter S_DATA				=5'b0_1000;
parameter S_TX_PENDING			=5'b1_0000;
input pclk_i;
input prst_i;
input penable_i;
input [WIDTH-1:0]paddr_i;
input [WIDTH-1:0]pwdata_i;
input pwrite_i;
input miso_i;
input sclk_ref_i;
output reg [WIDTH-1:0]prdata_o;
output reg pready_o;
output sclk_o;
output reg mosi_o;
output reg [3:0] cs_o; 
reg [WIDTH-1:0]addr_regA[MAX_TXS-1:0];
reg [WIDTH-1:0]data_regA[MAX_TXS-1:0];
reg [WIDTH-1:0]ctrl_regA;
reg [4:0]state,next_state;
reg sclk_running_f;
reg [3:0]num_tx_pending; 
reg [3:0]current_tx_index; 
reg [WIDTH-1:0]data_rx;
reg [WIDTH-1:0]data_tx;
reg [WIDTH-1:0]addr_tx;
integer i,count;
always@(posedge pclk_i)begin
	if(prst_i==1)begin
		prdata_o=0;
		pready_o=0;
		mosi_o=1;
		cs_o=3'b001;
		for(i=0;i<MAX_TXS;i=i+1)begin
			addr_regA[i]=0;
			data_regA[i]=0;
		end
		ctrl_regA=0;
		state=S_IDLE;
		next_state=S_IDLE;
		num_tx_pending=0;
		current_tx_index=0;
		data_rx=0;
		data_tx=0;
		addr_tx=0;
		count=0;
		sclk_running_f=0;
	end
	else begin
		if(penable_i==1)begin
			pready_o=1;
			if(pwrite_i==1)begin
				if(paddr_i>=8'h00 && paddr_i<=8'h07)begin
					addr_regA[paddr_i]=pwdata_i;		
				end
				if(paddr_i>=8'h10 && paddr_i<=8'h17)begin
					data_regA[paddr_i-8'h10]=pwdata_i;		
				end
				if(paddr_i==8'h20)begin
					ctrl_regA=pwdata_i;
				end
			end
			else begin
				if(paddr_i>=8'h0 && paddr_i<=8'h7)begin
					prdata_o=addr_regA[paddr_i];		
				end
				if(paddr_i>=8'h10 && paddr_i<=8'h17)begin
					prdata_o=data_regA[paddr_i-8'h10];		
				end
				if(paddr_i==8'h20)begin
					prdata_o=ctrl_regA;
				end
			end
		end
	end
end
assign sclk_o = sclk_running_f ? (sclk_ref_i) : (1'b1);
always@(posedge sclk_ref_i)begin
	if(prst_i!=1)begin
		case(state)
			S_IDLE: begin
					sclk_running_f=0;
					mosi_o=1;
					if(ctrl_regA[0]==1)begin
						count=0;
						num_tx_pending=ctrl_regA[3:1]+1;
						current_tx_index=ctrl_regA[6:4];
						addr_tx=addr_regA[current_tx_index];
						data_tx=data_regA[current_tx_index];
						next_state=S_ADDR;
					end
			end
			S_ADDR: begin
					sclk_running_f=1;
					mosi_o=addr_tx[count];
					count=count+1;
					if(count==8)begin
						count=0;
						next_state=S_IDLE_BW_ADDR_DATA;
					end
			end
			S_IDLE_BW_ADDR_DATA: begin
					sclk_running_f=0;
					mosi_o=1;
					count=count+1;
					if(count==4)begin
						count=0;
						next_state=S_DATA;
					end
			end
			S_DATA: begin
					sclk_running_f=1;
					if(addr_tx[WIDTH-1]==1)begin
						mosi_o=data_tx[count];
						count=count+1;
					end
					else begin
						data_rx[count]=miso_i;
						count=count+1;
					end
					if(count==8)begin
						current_tx_index=current_tx_index+1; 
						num_tx_pending=num_tx_pending-1; 
						if(num_tx_pending==0)begin
							count=0;
							ctrl_regA[WIDTH-1]=1;
							ctrl_regA[0]=0;
							next_state=S_IDLE;
						end
						else begin
							count=0;
							next_state=S_TX_PENDING;
						end
					end
			end
			S_TX_PENDING: begin
					sclk_running_f=0;
					mosi_o=1;
					count=count+1;
					if(count==4)begin
						count=0;
						addr_tx=addr_regA[current_tx_index];
						data_tx=data_regA[current_tx_index];
						next_state=S_ADDR;
					end
			end
		endcase
	end
end
always@(next_state)begin
	state=next_state;
end
endmodule
==> design/flow/run.sh <==
#!/bin/bash
# OpenROAD 26Q1-2900-gdf79404cd8, Yosys 0.63+post, stock flow scripts
make -C /OpenROAD-flow-scripts/flow DESIGN_CONFIG=/design/flow/config.mk WORK_HOME=/design/flow/orfs finish
==> design/flow/config.mk <==
export PLATFORM = sky130hd
export DESIGN_NAME = spi
export DESIGN_NICKNAME = spi
export VERILOG_FILES = /design/flow/design.v
export SDC_FILE = /design/flow/constraint.sdc
export NUM_CORES = 4
export LEC_CHECK = 1
export CORE_UTILIZATION = 40
==> design/flow/constraint.sdc <==
current_design spi

set clk_period 3.3
set clk_io_pct 0.2

create_clock -name clk0 -period $clk_period [get_ports {pclk_i}]
create_clock -name clk1 -period $clk_period [get_ports {sclk_ref_i}]

set non_clock_inputs [all_inputs -no_clocks]
set_input_delay [expr $clk_period * $clk_io_pct] -clock clk0 $non_clock_inputs
set_output_delay [expr $clk_period * $clk_io_pct] -clock clk0 [all_outputs]
==> flow_summary.yaml <==
# generated from flow reports
yosys:
  yosysCellCount: 695
  post_synth_ao_oa_area_fraction_pct: 11.4
  synth_cell_type_count: 47
  synth.comb.largest_family: "multiplexers"
  post_synth_mux_share_pct: 22.6
  ys_sh_simple_pct: 17.4
  yosysTopAreaCell: "sky130_fd_sc_hd__dfxtp_1"
  syn_avg_cell_area_um2: 9.42
  fa_ha_maj_area_share_pct: 0
  synth_top_area_share_pct: 43.7
  xor_share_pct: 0
  ys_seq_share_pct: 43.7
  synth.ff_latch_count: 143
  yosys_area_mm2: 0.00655
  post_synth_main_area_contributors: "sky130_fd_sc_hd__dfxtp_1, sky130_fd_sc_hd__mux2i_1, sky130_fd_sc_hd__nor2_1, sky130_fd_sc_hd__a21oi_1, sky130_fd_sc_hd__clkbuf_1"
  synth_warnings: 72
  syn-cell-area_mm2: 0.00655
  synth-main-ff-cell: "sky130_fd_sc_hd__dfxtp_1"
  netlist_instances: 695
  enable_flop_cells: 0
  synth_async_sr_flop_share_pct: 0
grt:
  grt_start_max_net_pins: 67
  antenna_found_initial: 0
  grtUsageTotal_pct: 20.9
  first_pass_grt_wire_length_um: 26600
  first_global_vias: 4792
  globalRouteOverflowTotal: 0
place:
  gpl.final_weighted_congestion: 0.831
  post-dp-hpwl_um: 10800
  buffer_ports.inserted: 28
drt:
  via_per_inst: 5.43
  drt_iter0_markers: 375
  drtPass1Iterations: 7
  detailroute.via_count: 5062
  post_drt_wl_per_cell_um: 17.6
  insertedDiodeCount: 0
  drc: 0
  finalWirelength_um: 16400
  drt.antenna.violating_nets: 0
timing:
  hold_viol: 0
  slew_headroom_pct: 42.5
  setup_tns_ps: 0
  timing_max_transition_violations_final: 0
  rsz0062_at_grt: "false"
  tightestPinTransition_ps: 860
  hold_slack_ps: 461
  finalClockSkew_ps: 8.73
  report.final.setup_viol: 0
setup_path:
  worst-endpoint-required_ps: 3600
  arrival_ps: 2910
  worst_setup_path_start_kind: "input pin"
  timing.setup.critical_path_class: "input pin to flip-flop"
  cp-end-kind: "flip-flop"
  cp_max_fo: 14
power:
  static-leakage-power_nw: 3.12
  vdd_ir_drop_max_mv: 0.278
  pwr_density_cell_mw_per_mm2: 533
clock_tree:
  cts_root_buf: "sky130_fd_sc_hd__clkbuf_16"
  post-cts-setup-buffers: 0
  h-tree-depth: 4
  path_clk_slew_ps: 60
  tritoncts: "built"
  clock_sink_count: 143
  ctsLongestPathBuffers: 2
  hold_buffers: 0
  cts-buffers-inserted: 17
  quantity_of_gates_resized_following_cts: 0
layout:
  layout_top_cells: "sky130_fd_sc_hd__dfxtp_1, sky130_fd_sc_hd__nor2_1, sky130_fd_sc_hd__mux2i_1, sky130_fd_sc_hd__a21oi_1"
  drive_gt1_share_pct: 12.0
  layout_top_cell_excl_fill_tap: "sky130_fd_sc_hd__dfxtp_1"
  fillCellCount: 1438
  area_added_between_synthesis_and_finish_pct: 17.2
floorplanning:
  io-pin-count: 37
  die.size.y_um: 130
  std_cell_rows: 46
  floorplanUtilization_pct: 41.1
  die_x_um: 130
  core_area_mm2: 0.0159
  dieArea_mm2: 0.0169
run:
  log.warning_count: 28
  max-cap-violations: 0
run_status:
  result_of_the_run: "finished clean"
worst_hold_path:
  class_of_the_most_critical_hold_timing_path: "flip-flop to flip-flop"
==> metal layers <==
metal	track usage (%)	vias to the layer above	wire (um)
li1	-	2475	-
met3	3.92	19	732
met1	31.6	2451	7950
met2	32.4	117	7390
met5	0	-	0
met4	3.35	0	317
==> cell type report <==
cell class / count / area, um^2 / area share (%)
Clock inverter: 8 / 176 / 2.30
Inverter: 4 / 15.0 / 0.196
Timing Repair Buffer: 52 / 473 / 6.16
Clock buffer: 23 / 488 / 6.36
Tap cell: 216 / 270 / 3.52
Sequential cell: 143 / 2860 / 37.3
Multi-Input combinational cell: 486 / 3390 / 44.2
==> state kept, by name (all words and copies together), names as in the netlist <==
signal and cells:
addr_regA 64, ctrl_regA 6, data_regA 64, prdata_o 8, pready_o 1
==> final timing paths <==
| kind | from | to | slack [ps] | cells after the start |
|---|---|---|---|---|
| worst max register to register | data_regA[7][2] | prdata_o[2] | 1720 | 5 |
| worst min-delay path | data_regA[0][3] | data_regA[0][3] | 460 | 2 |
| worst max-delay path | paddr_i[3] | data_regA[4][1] | 690 | 6 |
| worst min register to register | data_regA[0][3] | data_regA[0][3] | 460 | 2 |
==> Yosys cell counts, types with 2 or more instances <==
master                     instances
sky130_fd_sc_hd__o221ai_1          9
sky130_fd_sc_hd__clkbuf_1         42
sky130_fd_sc_hd__nand2_1          25
sky130_fd_sc_hd__conb_1            2
sky130_fd_sc_hd__or3_1             7
sky130_fd_sc_hd__a22oi_1          10
sky130_fd_sc_hd__a21oi_1          32
sky130_fd_sc_hd__nand4_2           4
sky130_fd_sc_hd__mux2i_1         130
sky130_fd_sc_hd__dfxtp_1         143
sky130_fd_sc_hd__nor2b_1           4
sky130_fd_sc_hd__inv_1             4
sky130_fd_sc_hd__nand3_1          10
sky130_fd_sc_hd__o22ai_1           4
sky130_fd_sc_hd__nor2_1          135
sky130_fd_sc_hd__mux2_2           12
sky130_fd_sc_hd__a211oi_1          6
sky130_fd_sc_hd__buf_2            14
sky130_fd_sc_hd__a221oi_1         11
sky130_fd_sc_hd__a22o_1            5
sky130_fd_sc_hd__mux4_2            2
sky130_fd_sc_hd__o21ai_0          16
sky130_fd_sc_hd__buf_4             8
sky130_fd_sc_hd__a311oi_1          8
sky130_fd_sc_hd__and2_1            3
sky130_fd_sc_hd__o41ai_1           2
sky130_fd_sc_hd__nor4_4            4
sky130_fd_sc_hd__nor3b_1           6
sky130_fd_sc_hd__nor3_4            2
sky130_fd_sc_hd__buf_1             2
sky130_fd_sc_hd__a32oi_1           4
sky130_fd_sc_hd__nand2b_1         14
==> cell families (layout without fill, tap and decap cells) <==
kind of cell	Yosys count	in the layout
multiplexers	144	144
AND/OR/NAND/NOR	227	227
buffers and inverters	70	87
flip-flops	143	143
other	2	6
AND-OR/OR-AND	109	109
==> critical path, cell delays in order <==
cell and delay (ps):
sky130_fd_sc_hd__clkdlybuf4s50_1 470, sky130_fd_sc_hd__nor4_4 440, sky130_fd_sc_hd__nand2_2 310, sky130_fd_sc_hd__or3_1 690
sky130_fd_sc_hd__mux2i_1 260, sky130_fd_sc_hd__nor2_1 60
==> power breakdown <==
group | internal [mW] | total [mW] | leakage, nW | switching (mW)
Combinational | 0.0699 | 0.223 | 1.65 | 0.153
Sequential | 1.73 | 1.73 | 1.15 | 0.00121
Clock | 1.42 | 2.14 | 0.324 | 0.712
==> metrics by stage <==
step	util, %	power [mW]	cell area (um^2)	std cells	worst slack, ps
after floorplan	-	1.91	6560	699	1160
after global placement	44.0	1.99	7010	901	305
after detailed placement	44.0	1.99	7010	901	260
after CTS	48.1	4.11	7680	932	691
after global routing	48.1	4.21	7680	932	558
final	48.1	4.09	7680	932	690
Power is estimated from default activity; no workload was simulated.
