[./design.v]
module interrupt_controller(
	pclk_i,
	prst_i,
	penable_i,
	pready_o,
	pwrite_i,
	paddr_i,
	pwdata_i,
	prdata_o,
	interrupt_active_i,
	interrupt_valid_o,
	interrupt_to_be_serviced_o,
	interrupt_serviced_i);
	parameter NUM_INTR=16;
	parameter WIDTH=$clog2(NUM_INTR);
	parameter S_NO_INTERRUPT = 3'b001;
	parameter S_ACTIVE_INTERRUPT = 3'b010;
	parameter S_SERVICED_DONE = 3'b100;
	input pclk_i,prst_i,penable_i,pwrite_i;
	input [WIDTH-1:0]paddr_i,pwdata_i;
	output reg pready_o;
	output reg [WIDTH-1:0] prdata_o;
	input [NUM_INTR-1:0]interrupt_active_i; 
	input interrupt_serviced_i;
	output reg interrupt_valid_o;
	output reg [WIDTH-1:0] interrupt_to_be_serviced_o;
	reg [WIDTH-1:0] priority_reg[NUM_INTR-1:0];
	reg [2:0]state,next_state;
	integer i;
	reg flag;
	reg [WIDTH-1:0] highest_priority_value;
	reg [WIDTH-1:0] highest_priority_peri;
	always@(posedge pclk_i)begin
		if(prst_i==1)begin
			pready_o=0;
			prdata_o=0;
			state=S_NO_INTERRUPT;
			next_state=S_NO_INTERRUPT;
			interrupt_valid_o=0;
			flag=0;
			highest_priority_value=0;
	 		highest_priority_peri=0;
			interrupt_to_be_serviced_o=0;
			for(i=0;i<NUM_INTR;i=i+1) priority_reg[i]=0;
				end
		else begin
			if(penable_i)begin
				pready_o=1;
				if(pwrite_i)begin
					priority_reg[paddr_i]=pwdata_i;
				end
				else begin
					prdata_o=priority_reg[paddr_i];
				end
			end
			else begin
				pready_o=0;
			end
		end
	end
	always@(posedge pclk_i)begin
		if(prst_i==0)begin
			case(state)
				S_NO_INTERRUPT:begin
					if(interrupt_active_i!=0) begin
						next_state=S_ACTIVE_INTERRUPT;
						flag=1;
					end
					else next_state=S_NO_INTERRUPT;
				end
				S_ACTIVE_INTERRUPT:begin
						for (i=0;i<NUM_INTR;i=i+1) begin
							if (interrupt_active_i[i] ==1 ) begin
								if (flag) begin
									highest_priority_value=priority_reg[i];
									highest_priority_peri=i;
									flag=0;
								end
								else begin
									if (highest_priority_value<priority_reg[i]) begin
										highest_priority_value=priority_reg[i];
										highest_priority_peri=i;
									end
						    	end
							end
						end
						interrupt_valid_o=1;
						interrupt_to_be_serviced_o=highest_priority_peri;
						next_state=S_SERVICED_DONE;
						end
				S_SERVICED_DONE:begin
					if (interrupt_serviced_i)begin
						interrupt_valid_o=0;
						interrupt_to_be_serviced_o=0;
						highest_priority_value=0;
						highest_priority_peri=0;
						if (interrupt_active_i != 0) begin
							next_state=S_ACTIVE_INTERRUPT;
							flag=1;
						end
						else begin
							next_state= S_NO_INTERRUPT;
						end
					end
                end
				endcase
		end
end
always @ (next_state) state=next_state;
endmodule
[./run.sh]
#!/bin/bash
# OpenROAD 26Q1-2900-gdf79404cd8, Yosys 0.63+post, stock flow scripts
make -C /OpenROAD-flow-scripts/flow DESIGN_CONFIG=/design/flow/config.mk WORK_HOME=/design/flow/orfs finish
[./config.mk]
export PLATFORM = sky130hd
export DESIGN_NAME = interrupt_controller
export DESIGN_NICKNAME = interrupt_controller
export VERILOG_FILES = /design/flow/design.v
export SDC_FILE = /design/flow/constraint.sdc
export NUM_CORES = 4
export LEC_CHECK = 1
export CORE_UTILIZATION = 40
[./constraint.sdc]
current_design interrupt_controller

set clk_period 5.1
set clk_io_pct 0.2

create_clock -name clk0 -period $clk_period [get_ports {pclk_i}]

set non_clock_inputs [all_inputs -no_clocks]
set_input_delay [expr $clk_period * $clk_io_pct] -clock clk0 $non_clock_inputs
set_output_delay [expr $clk_period * $clk_io_pct] -clock clk0 [all_outputs]
==> impl_metrics.csv <==
group,metric,value,unit
run_status,status,"finished, final reports clean",
clock_network,clock_sinks,69,
critical_path,reg2reg_to,"prdata_o[2]",
sta,slew_headroom,0.452,
place,io_buffers,16,
drt,routed_wl,7.91,mm
worst_hold_path,hold_path_class,"register to register",
yosys,enable_flop_cells,0,
clock_network,cts_tree,"yes",
clock_network,cts_setup_buffers,0,
power,p_leak,0.00115,uW
yosys,yosysMostFrequentCell,"nor2_1",
sta,min_period,3.22,ns
power,max-vdd-ir-drop,0.194,mV
clock_network,cts_made_buffers,9,
yosys,yosys_area,3300,um^2
finish,final_util,0.468,
sta,setup_viol,0,
critical_path,crit_path_start,"paddr_i[3]",
clock_network,clock_latency,0.35,ns
yosys,yosys.area.top_type,"dfxtp_1",
worst_hold_path,min_path_cells,2,
run,drv_cap,0,
sta,fmax,311,MHz
worst_hold_path,min_to,"priority_reg[1][3]",
yosys,synth_seq_share,0.418,
critical_path,reg2reg_slack,3.59,ns
yosys,top_cells_by_count,"nor2_1, dfxtp_1, mux2i_1",
grt,grt_pass1_vias,2527,
clock_network,cts.repair.resized,0,
critical_path,critical_path.top_delay_family,"buffers and inverters",
finish,final_area,3670,um^2
critical_path,required,5.32,ns
yosys,top_cell_area_share,0.418,
critical_path,crit_path_end_kind,"register",
clock_network,cts.path.max_buffers,2,
power,total_power,1070,uW
worst_hold_path,min_from,"priority_reg[1][3]",
place,placed_cell_area,3480,um^2
yosys,area_leaders,"dfxtp_1, mux2i_1, nor2_1",
sta,fin_skew,0.00649,ns
critical_path,crit_type,"input port to register",
yosys,ff_type,"dfxtp_1",
clock_network,holdBufCountCts,0,
critical_path,crit_slowest_cell,"clkdlybuf4s50_1",
critical_path,crit_fanout,18,
critical_path,arrival,3.43,ns
yosys,netlist_area,3300,um^2
run,warning_count,42,
critical_path,timing.rr.start,"priority_reg[2][2]",
sta,setup_tns,0,ns
sta,grt_setup_unrepaired,"false",
finish,area_growth,11.2,%
sta,period_used_share,0.630,
critical_path,reg2reg_depth,5,
grt,grt_max_degree,71,
grt,grt.overflow.total,0,
grt,grt_pass1_wl,13.2,mm
sta,report.final.slew_viol_count,0,
sta,timing.final.hold_violations,0,
yosys,yosys_cells,374,
floorplan,coreArea,7850,um^2
sta,tightestPinTransition,0.819,ns
drt,wl_per_cell,16.3,um
critical_path,cp_num_buf_inv,2,
floorplan,dieArea,8630,um^2
floorplan,io_pins,39,
critical_path,critPathLaunchType,"input port",
yosys,syn_area_per_cell,8.83,um^2
drt,antenna_left,0,
drt,dr.pass1.iters,5,
yosys,ys_ff,69,
floorplan,chipWidth,92.9,um
clock_network,clk_pin_slew,0.08,ns
place,post-dp-hpwl,5.21,mm
drt,route.detailed.drc,0,
critical_path,critPathMaxStageDelay,0.74,ns
drt,num_vias,2652,
grt,grt_antenna_before_repair,0,
place,place.gp.congestion,0.874,
floorplan,dieHeight,92.9,um
drt,drt-vias-per-instance,5.46,
finish,largest_reg_flops,64,
grt,track_usage,0.202,
floorplan,rows,32,
clock_network,clockRootBuffer,"clkbuf_8",
floorplan,fp_util,0.421,
yosys,ys_async_sr_fraction,0,
yosys,synth_cell_types,37,
yosys,ys_warn_count,24,
power,power_density,292,nW/um^2
yosys,netlist_instances,374,
drt,n_antenna_cell,0,
critical_path,crit_chain,"clkdlybuf4s50_1 > buf_4 > nand2b_1 > nor3_1 > a221o_1 > a2111oi_0 > a21oi_1",
finish,drive_gt1_frac,0.104,
clock_network,h-tree-depth,3,
drt,drt-initial-drc-count,156,
## worst max-delay path by stage
stage	slack, ns	cells after the start	to
CTS	1.91	7	prdata_o[2]
global route	1.75	7	prdata_o[2]
finish	1.88	7	prdata_o[2]
## per-layer routing
layer | track usage | routed length, um | vias up | share of wire
li1 | - | - | 1325 | -
met2 | 0.285 | 3330 | 63 | 0.42
met4 | 0.0346 | 158 | 0 | 0.020
met5 | 0 | 0 | - | 0
met3 | 0.0518 | 453 | 14 | 0.057
met1 | 0.323 | 3970 | 1250 | 0.50
## through the flow
step | cells | hold WS (ns) | setup WS (ns)
final | 486 | 0.461 | 1.88
after CTS | 486 | 0.463 | 1.91
after detailed placement | 470 | 0.453 | 1.56
after global routing | 486 | 0.493 | 1.75
after global placement | 470 | 0.446 | 1.58
after floorplan | 378 | 0.433 | 2.81
## cells in the final DEF, fill, tap and decap left out, types with 3 or more instances in the layout
master,netlist,routed
a31oi_1,6,6
a22oi_1,10,10
nor3_2,4,4
nor2_2,6,6
nand2_1,22,22
nor3b_1,6,6
clkdlybuf4s50_1,0,15
o22ai_1,6,6
nor3_1,3,3
nand3_1,17,17
clkinv_2,0,4
nand2b_1,5,5
o21ai_0,3,3
a221o_1,4,4
nor2b_1,10,10
conb_1,1,5
clkbuf_8,0,10
dfxtp_1,69,69
mux2i_1,56,56
nand4_1,3,3
a21oi_1,19,19
buf_4,10,6
nor2_1,70,70
## final cells by class
class	instances	area, um^2
tap	102	128
timing repair buffer	22	200
clock inverter	5	50.0
multi-input combinational	275	1760
fill	777	4180
inverter	2	7.51
sequential	69	1380
clock buffer	11	141
## where the power goes
part	leakage, uW	switching, uW	total, uW	internal (uW)
Sequential	0.000557	2.36	545	543
Clock	0.000103	202	438	236
Combinational	0.000490	60.3	87.5	27.2
Total	0.00115	265	1070	806
## tightest hold or removal path, cell delays in order, from the launching register on
cell	delay, ns
dfxtp_1	0.31
nand2_1	0.05
a21oi_1	0.05
## cells by family after synthesis
logic type / share of synthesized area
multiplexers: 0.170
AND-OR/OR-AND: 0.128
buffers and inverters: 0.0523
other: 0.00114
AND/OR/NAND/NOR: 0.230
flip-flops: 0.418
Power figures rest on the tool's default switching activity, not on a simulated workload.
