$ cat design/flow/config.mk
export PLATFORM = sky130hd
export DESIGN_NAME = memory
export DESIGN_NICKNAME = memory
export VERILOG_FILES = /design/flow/design.v
export SDC_FILE = /design/flow/constraint.sdc
export NUM_CORES = 4
export LEC_CHECK = 1
export CORE_UTILIZATION = 30
$ cat design/flow/constraint.sdc
current_design memory

set clk_period 5.6
set clk_io_pct 0.2

create_clock -name clk0 -period $clk_period [get_ports {clk_i}]

set non_clock_inputs [all_inputs -no_clocks]
set_input_delay [expr $clk_period * $clk_io_pct] -clock clk0 $non_clock_inputs
set_output_delay [expr $clk_period * $clk_io_pct] -clock clk0 [all_outputs]
$ cat design/flow/design.v
module memory (clk_i, rst_i, valid_i, wr_rd_i,addr_i,wdata_i,rdata_o,ready_o);
parameter SIZE = 1024;  
parameter WIDTH = 16;
parameter DEPTH = 512;
parameter ADDR_WIDTH = $clog2(DEPTH);
input clk_i, rst_i, valid_i, wr_rd_i;
    input [ADDR_WIDTH-1:0] addr_i;
    input [WIDTH-1:0] wdata_i;
    output reg [WIDTH-1:0] rdata_o;
    output reg ready_o;
reg [WIDTH-1:0] mem [DEPTH-1:0];
integer i;
always @(posedge clk_i or posedge rst_i) begin
    if (rst_i) begin
        for (i=0; i<DEPTH; i=i+1) begin
            mem[i] = 0;
        end
        rdata_o <= 0;
        ready_o <= 0;
    end else begin
        if (valid_i) begin
            ready_o <= 1;
            if (wr_rd_i) begin
                if (addr_i < DEPTH) begin
                    mem[addr_i] <= wdata_i;  
                end
            end else begin
                if (addr_i < DEPTH) begin
                    rdata_o <= mem[addr_i];  
                end
            end
        end else begin
            ready_o <= 0;
        end
    end
end
endmodule
$ cat design/flow/run.sh
#!/bin/bash
# OpenROAD 26Q1-2900-gdf79404cd8, Yosys 0.63+post, stock flow scripts
make -C /OpenROAD-flow-scripts/flow DESIGN_CONFIG=/design/flow/config.mk WORK_HOME=/design/flow/orfs finish
==> CHANGELOG.md <==
### Metrics

- Fp util: 0.301
- CTS HTree Levels: 6
- Sink Count: 8209
- Total GRT Usage: 0.467
- Final instance area: 0.467 sq mm
- Die extent in x: 1.10 mm
- MUX share of area: 0.256
- XOR/XNOR Area Share: 0.0000486
- Final core utilization: 0.389
- Post-Synthesis Cells: 26800
- Area share of fa/ha/maj cells after synthesis: 0
- Gpl congestion: 1.14
- Longest Clk Path Bufs: 5
- # Cells Yosys: 26800
- Max VDD drop: 345 uV
- Router iterations before antenna repair: 10
- Critical path peak fanout: 12
- Max Slew Vio Count: 18
- Violated checks: capacitance limit, slew limit, setup timing
- Core area: 1.20 sq mm
- CP arrival: 7.13 ns
- Total CTS buffers: 935
- Static Leakage: 222 nW
- Ys flops: 8209
- Final Hold Fails: 0
- DR vias/cell: 6.31
- Netlist Area Pre-Place: 0.361 sq mm
- Period utilization: 1.07
- Clk slew on worst S/H paths: 0.07 ns
- Drt wl/cell: 57.1 um
- Flip-flops with a built-in enable: 0
- Ao+oa area frac: 0.0980
- Max-Cap Viols: 7
- Slew HR: -0.0781
- Share of flip-flops with an asynchronous set or reset: 1.00
- Final setup viols: 7
- First-pass GRT wire length: 3430 mm
- Total wire length: 2750 mm
- Startpoint Class: input pin
- Highest clock rate: 166 MHz
- Synthesis area per yosys: 0.361 sq mm
- Yosys simple share: 0.0475
- Worst-Margin Slew: 1.61 ns
- Crit Path Category: in2reg
- Library cells used by synthesis: 84
- Skew-Pair Late Insertion Delay: 1.35 ns
- Syn avg cell area: 13.5 sq um
- Yosys warnings: 2
- Die area: 1.21 sq mm
- Clk root buf: clkbuf_16
- I/O pin cnt: 46
- CTS tree: built
- Share of cells above drive strength 1: 0.509
- Layout area overhead: 29.4%
- Power Total: 0.135 W
- Clock skew: 0.123 ns
- Ys flop type: dfrtp_1
- Final HPWL DP: 2050 mm
- Top logic family: multiplexers
- Setup WS post-layout: -0.416 ns
- CP Capture Type: flop
- Outcome: complete, but fails checks
- Hold Crit Class: in2reg
- Initial DRC count: 31900
- Tool warning count: 183
- Minimum clock period: 6.02 ns
- # hold bufs at CTS: 0
- Sequential area share after synthesis: 0.570
- Unrepaired setup endpoints after global routing: false
- DRC: 0
- DP Area: 0.431 sq mm
- PortBufs: 45
- Initial antenna violation count: 580
- Vias in the first global route: 292000
- Site row count: 402
- Total gr overflow: 0
- Required time of the critical path: 6.71 ns
- Largest net degree at the start of global routing: 132
- Power Density: 289 mW/mm^2
- Routed vias: 304000
- Antenna Nets Post-Route: 0
- Die H: 1.10 mm
## cell usage in the layout, fill, tap and decap left out, drive strengths merged, types with 22 or more instances in the layout
cell and instances:
and3 43, clkinv 220, diode 939, a22o 414, clkinvlp 34, nor4 241, o2bb2ai 64, or4 90
a221oi 179, nand2 702, nand3 351, nand4 559, o22ai 227, a31oi 22, a21oi 228, dfrtp 8209
inv 26, a221o 30, o21ai 90, a32oi 64, nor3 690, mux2 8193, a222oi 124, and4 107
o211ai 28, a22oi 2983, buf 5323, nor2 205, clkbuf 1353, a2111oi 45, bufinv 99
## through the flow
step           worst slack [ns]  hold slack, ns  std cells  setup TNS (ns)
2_1_floorplan           -110.14           0.424      26800               -
3_3_place_gp              -4.09           0.480      45500          -40.24
3_5_place_dp              -2.08           0.485      45500          -18.80
4_1_cts                 0.00605           0.394      47300               0
5_1_grt                 0.00621           0.435      47600               0
6_report                 -0.416           0.381      48200           -1.47
## logic make-up (layout without fill, tap and decap cells)
logic type,count (synthesis),count (layout)
DFF,8209,8209
muxes,8204,8204
AOI/OAI and AO/OA,4646,4646
and+or+nand+nor,3162,3162
buffers and inverters,2553,7076
xor gates and xnor gates,2,2
other,0,939
## cell usage after synthesis, types with 14 or more instances
cell,number,area [sq um]
a221oi_1,179,1570
o22ai_1,227,1420
a22oi_1,2982,22400
or4_1,90,676
nand4b_1,14,123
or3_1,21,131
a222oi_1,124,1240
dfrtp_1,8209,205000
o31ai_1,15,113
buf_6,22,248
nor3_2,23,230
nand4_1,558,3490
nor3_1,667,3340
buf_4,36,270
mux2_2,8193,92300
o22a_1,19,166
o211ai_1,28,210
buf_1,157,589
a32oi_1,64,561
o2bb2ai_1,64,561
nand2_1,699,2620
and4_1,107,937
o2111ai_1,16,140
a2111oi_0,38,333
nor4_1,240,1500
nor2_1,204,766
clkbuf_1,2016,7570
o21ai_0,83,415
a211oi_1,17,128
a21oi_1,228,1140
a221o_1,30,300
buf_2,316,1580
a22o_1,414,3630
a31oi_1,22,138
nand3_1,350,1750
and3_1,43,269
nor2b_1,18,113
## final cells by class
cell class | count | area (sq um)
fill | 111000 | 731000
sequential | 8209 | 205000
multi-input combinational | 16000 | 150000
timing repair buffer | 5344 | 56400
clock buffer | 1353 | 27200
tap | 16000 | 20000
clock inverter | 373 | 5430
antenna | 939 | 2350
inverter | 6 | 26.3
## per-layer routing
metal  track usage  vias to the layer above  wire (um)
li1              -                   111000          -
met1         0.519                   162000     932000
met2         0.581                    23800    1060000
met3         0.334                     7904     451000
met4         0.409                      198     299000
met5        0.0670                        -       7460
## repair_timing
action	in CTS	in global routing
setup buffers	0	0
pin swaps	1	5
endpoints found under the setup margin	4	5
gates resized	7	10
## report_power, final
group | leakage, nW | internal, W | switching, W
Combinational | 91.2 | 0.00191 | 0.00583
Sequential | 114 | 0.0602 | 0.000763
Clock | 16.0 | 0.0383 | 0.0280
Total | 222 | 0.100 | 0.0346
## worst paths after layout
path                             start      endpoint  slack, ns  cells after the start
hold / removal             wdata_i[12]  mem[146][12]       0.38                      2
setup / recovery             addr_i[3]   rdata_o[15]      -0.42                     16
hold reg to reg            mem[110][8]   mem[110][8]       0.49                      1
setup reg to reg           mem[274][7]    rdata_o[7]       0.08                     14
min in group asynchronous        rst_i  mem[329][11]       0.73                      3
max in group asynchronous        rst_i   mem[273][5]       2.86                      6
## state kept, by name, summed over array words and instances, names as in the netlist
| name | cells |
|---|---|
| mem | 8192 |
| rdata_o | 16 |
| ready_o | 1 |
## worst max-delay path: stages
cell,delay (ns)
buf_4,0.39
buf_4,0.23
nand4bb_4,0.21
buf_4,0.26
buf_12,0.22
nor3_2,0.10
buf_4,0.29
buf_4,0.21
a22o_1,0.28
nor3_1,1.21
nand4_1,1.09
buf_12,0.43
or4b_1,0.47
a211oi_1,0.25
buf_4,0.16
o31ai_1,0.06
Power and IR drop assume default switching activity.
